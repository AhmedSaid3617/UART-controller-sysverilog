File: ./config.mk
export PLATFORM = sky130hd
export DESIGN_NAME = baud_gen
export DESIGN_NICKNAME = baud_gen
export VERILOG_FILES = /design/flow/design.v
export SDC_FILE = /design/flow/constraint.sdc
export NUM_CORES = 4
export LEC_CHECK = 1
export CORE_AREA = 10 10 70 70
export DIE_AREA = 0 0 80 80
File: ./constraint.sdc
current_design baud_gen

set clk_period 4.0
set clk_io_pct 0.2

create_clock -name clk0 -period $clk_period [get_ports {clk}]

set non_clock_inputs [all_inputs -no_clocks]
set_input_delay [expr $clk_period * $clk_io_pct] -clock clk0 $non_clock_inputs
set_output_delay [expr $clk_period * $clk_io_pct] -clock clk0 [all_outputs]
File: ./design.v
package data_types_pkg;
    typedef logic [7:0]  byte_t;
    typedef logic [15:0] word_t;
    typedef logic [31:0] dword_t;
    typedef enum { IDLE, START, DATA, STOP, WAIT, ERROR } state_t;
    typedef struct packed {
        logic        txf;          
        logic        rxe;          
        logic [7:0]  br_div;       
        logic        word;         
        logic        stop;         
        logic        en;           
    } ctrl_reg_t;
    typedef struct packed {
        logic [7:0]  br_div;       
        logic        word;         
        logic        stop;         
        logic        en;           
    } config_t;
endpackage : data_types_pkg
module baud_gen (
    input clk, rst, 
    input [7:0] div,
    output tick
);
    logic [7:0] counter;
    bit tick_reg;
    assign tick = tick_reg;
    always_ff @(posedge clk) begin
        if (rst) begin 
            counter <= 0;
            tick_reg <= 0;
        end
        else begin
            if (counter < div-1) begin
                counter <= counter + 1;
                tick_reg <= 0;
            end
            else begin
                counter <= 0;
                tick_reg <= 1;
            end
        end
    end
endmodule
File: ./run.sh
#!/bin/bash
# OpenROAD 26Q1-2900-gdf79404cd8, Yosys 0.63+post, stock flow scripts
make -C /OpenROAD-flow-scripts/flow DESIGN_CONFIG=/design/flow/config.mk WORK_HOME=/design/flow/orfs finish
==> flow_metrics.rpt <==
==== FLOW RESULTS ====
----------------------------------------------------
[Clock tree]
  Number of clock buffers inserted by TritonCTS ........................ 3
  Number of hold buffers added after CTS ........................ 0
  Register clock-pin slew on the reported worst setup and hold paths ........................ 0.06 ns
  Number of gates resized after CTS ........................ 0
  Root buffer selected by CTS ........................ sky130_fd_sc_hd__clkbuf_4
  Number of H-tree levels ........................ 1
  Number of buffers between clock root and the deepest sink ........................ 2
  Number of sinks driven by the clock tree ........................ 9
  Post-CTS setup buffer count ........................ 0
  Insertion Delay late pin ........................ 0.26 ns
  CTS tree ........................ done

[Pwr]
  Cell leakage power ........................ 0.321 nW
  Power density normalized to cell area ........................ 247 mW/mm²
  Maximum vdd ir drop ........................ 0.154 mV

[Timing]
  PnR worst setup slack ........................ 0.702 ns
  Worst slew margin ........................ 0.709
  Clock skew ........................ 0.00390 ns
  Final max-slew violation count ........................ 0
  Number of failing setup endpoints in the final timing report ........................ 0
  Hold Violations, Final ........................ 0
  Unrepaired setup endpoints after global routing ........................ no
  Minimum clock period ........................ 3.30 ns
  Pin slew with the least headroom to its limit ........................ 0.436 ns
  Final setup TNS ........................ 0 ns
  Achievable Freq ........................ 303 MHz
  Fraction of the cycle the final worst path needs ........................ 0.825

[Flow run]
  Number of warnings the tools reported ........................ 25
  Max-cap violation count ........................ 0

[Floorplanning]
  Ports placed on the boundary ........................ 11
  Count of standard-cell rows ........................ 21
  Die outline area ........................ 0.00640 mm²
  Die Span Y ........................ 80 µm
  FP Util ........................ 0.185
  Core Footprint ........................ 0.00342 mm²
  X dimension of the die ........................ 80 µm

[Route]
  Detailed-router iteration count before antenna repair ........................ 4
  Total length of routed wires ........................ 1290 µm
  Wirelength per Cell ........................ 10.2 µm
  Initial DRC count ........................ 20
  Post-route antenna net violation count ........................ 0
  Per-cell via count in the routed design ........................ 3.97
  Number of antenna cells inserted ........................ 0
  Vias after detailed routing ........................ 500
  Remaining routing DRC violations ........................ 0

[Placed design]
  Final weighted congestion in routability-driven placement ........................ 0.788
  IO buf count ........................ 10
  Final HPWL from detailed placement ........................ 1000 µm
  Worst slack at placement ........................ 0.465 ns

[Yosys]
  Post-Syn Area ........................ 633 µm²
  Total of warnings raised by yosys ........................ 1
  Top cell types by occurrence after synthesis ........................ sky130_fd_sc_hd__dfxtp_1 (9), sky130_fd_sc_hd__ha_1 (9), sky130_fd_sc_hd__nor3_1 (9)
  Number of flip-flops and latches in the synthesized netlist ........................ 9
  Library cell occupying the most area in the post-synthesis netlist ........................ sky130_fd_sc_hd__dfxtp_1
  Number of flops mapped to enable cells by yosys ........................ 0
  Flip-flop cell with the highest count after synthesis ........................ sky130_fd_sc_hd__dfxtp_1
  Area share, top type ........................ 0.285
  Post-synth ARST share ........................ 0
  Biggest area cells ........................ sky130_fd_sc_hd__dfxtp_1 (28%), sky130_fd_sc_hd__ha_1 (18%), sky130_fd_sc_hd__xnor2_1 (9.7%)
  Count of mapped cells out of synthesis ........................ 67
  Per-instance average area after synthesis ........................ 9.45 µm²
  Number of cell instances after yosys synthesis ........................ 67
  Yosys chip area ........................ 633 µm²
  Unique cell types ........................ 24
  Sequential fraction of the synthesis area ........................ 0.285

[Critical path]
  Maximum fanout encountered on the critical timing path ........................ 9
  Kind of critical path ........................ in2reg
  CP arrival ........................ 3.48 ns
  CP startpoint kind ........................ primary input
  CP endpoint kind ........................ flop
  Critical path required time ........................ 4.19 ns
  Worst-path cell chain ........................ clkdlybuf4s50_1 > or4_4 > nor4_1 > xnor2_1 > ha_1 > nand4_1 > a221o_1 > a21oi_2 > nor2b_1
  Cell with the largest stage delay on the worst path ........................ sky130_fd_sc_hd__or4_4
  Delay of the slowest cell on the worst path ........................ 0.57 ns

[GRT]
  Total grt overflow ........................ 0
  Largest net degree at the start of global routing ........................ 10
  Wire length of the first global-routing pass ........................ 2190 µm
  Global-route usage over all layers ........................ 0.0412
  Antenna violations before repair ........................ 0
  Number of global-route vias before repair ........................ 513

[Final layout]
  Largest register FFs ........................ 8
  Share of post-route cells with drive strength above 1 ........................ 0.0875
  P&R area growth vs syn ........................ 28.5%

[Worst hold path]
  Type of the tightest min-delay check ........................ reg2reg

[Outcome]
  Status ........................ complete, no violations

----------------------------------------------------
## worst paths after layout
kind | startpoint | to | slack (ns) | cells past startpoint
worst max-delay path | div[4] | tick_reg | 0.70 | 9
worst min-delay path | counter[7] | counter[7] | 0.55 | 2
worst max register to register | counter[1] | tick_reg | 2.30 | 5
worst min register to register | counter[7] | counter[7] | 0.55 | 2
## critical path, delay by kind of cell
kind                     cells  cell delay [ns]
AND/OR/NAND/NOR              4             1.11
AND-OR/OR-AND                2             0.67
buffers and inverters        1             0.47
adder cells (fa/ha/maj)      1             0.32
XOR/XNOR                     1             0.12
## cell type report
class,count,area (µm²)
Clock buffer,4,26.3
Timing Repair Buffer,10,100
Fill cell,373,2600
Sequential cell,9,180
Multi-Input combinational cell,53,434
Inverter,4,15.0
Tap cell,46,57.6
## power breakdown
group | total, mW | internal, mW | leakage (nW) | switching, mW
sequential | 0.0971 | 0.0927 | 0.0731 | 0.00442
clock | 0.0681 | 0.0383 | 0.0150 | 0.0298
combinational | 0.0359 | 0.0195 | 0.233 | 0.0164
## layer usage
metal	GRT usage	up-vias	share of wire
li1	-	268	-
met5	0	-	0
met2	0.0530	17	0.32
met1	0.0614	215	0.57
met3	0.0205	0	0.11
met4	0.00352	0	0
## cells in the final DEF (no fill, tap or decap)
cell / instances
sky130_fd_sc_hd__a21o_1: 1
sky130_fd_sc_hd__a21oi_1: 1
sky130_fd_sc_hd__a21oi_2: 1
sky130_fd_sc_hd__a221o_1: 1
sky130_fd_sc_hd__a41o_1: 1
sky130_fd_sc_hd__and3_1: 3
sky130_fd_sc_hd__clkbuf_1: 1
sky130_fd_sc_hd__clkbuf_4: 3
sky130_fd_sc_hd__clkdlybuf4s50_1: 10
sky130_fd_sc_hd__dfxtp_1: 9
sky130_fd_sc_hd__ha_1: 9
sky130_fd_sc_hd__inv_1: 4
sky130_fd_sc_hd__nand3_1: 4
sky130_fd_sc_hd__nand4_1: 1
sky130_fd_sc_hd__nor2_1: 1
sky130_fd_sc_hd__nor2b_1: 1
sky130_fd_sc_hd__nor3_1: 9
sky130_fd_sc_hd__nor3b_1: 1
sky130_fd_sc_hd__nor3b_2: 1
sky130_fd_sc_hd__nor4_1: 1
sky130_fd_sc_hd__nor4_4: 1
sky130_fd_sc_hd__o21ai_0: 2
sky130_fd_sc_hd__or3_1: 1
sky130_fd_sc_hd__or4_4: 1
sky130_fd_sc_hd__xnor2_1: 7
sky130_fd_sc_hd__xor2_1: 5
## through the flow
step / power [mW] / area (µm²) / hold slack (ns) / cells / util
6_report: 0.201 / 813 / 0.547 / 126 / 0.238
5_1_grt: 0.215 / 813 / 0.605 / 126 / 0.238
4_1_cts: 0.204 / 813 / 0.551 / 126 / 0.238
3_5_place_dp: 0.135 / 787 / 0.540 / 122 / 0.230
3_3_place_gp: 0.134 / 787 / 0.543 / 122 / 0.230
2_1_floorplan: 0.118 / 633 / 0.486 / 67 / -
## cell families after synthesis
family	after synthesis	synth area share
AND-OR/OR-AND	7	0.0810
XOR/XNOR	12	0.166
adder cells (fa/ha/maj)	9	0.178
buffers and inverters	5	0.0296
flip-flops	9	0.285
AND/OR/NAND/NOR	25	0.261
No activity file was given, so power comes from the tool's default toggle rates.
